===== /design/flow/config.mk =====
export PLATFORM = sky130hd
export DESIGN_NAME = SPI_MIDDLEWARE
export DESIGN_NICKNAME = SPI_MIDDLEWARE
export VERILOG_FILES = /design/flow/design.v
export SDC_FILE = /design/flow/constraint.sdc
export NUM_CORES = 4
export LEC_CHECK = 1
export CORE_UTILIZATION = 30

===== /design/flow/design.v =====
module SPI_MIDDLEWARE#(
    parameter NUM_DUT = 5,
    parameter BITWIDTH = 24,
    parameter BITWIDTH_CMDS = 2,
    parameter BITWIDTH_ADR = 6,
    parameter BITWIDTH_DATA = 16,
    parameter BITWIDTH_HEAD = 32
)(
    input wire                              CLK_SYS,
    input wire                              RSTN,
    input wire                              FIFO_RDY,
    input wire [BITWIDTH-'d1:0]  FIFO_DIN,
    output reg [BITWIDTH-'d1:0]  FIFO_DOUT,
    output reg                              LED_CONTROL,
    output wire                             DUT_DO_TEST,
    output reg [$clog2(NUM_DUT):0]          DUT_SEL,
    output reg [BITWIDTH_DATA-'d1:0]        DUT_DIN,
    input wire [BITWIDTH_DATA-'d1:0]        DUT_DOUT,
    output reg [BITWIDTH_ADR-'d1:0]         DUT_ADR,
    output reg                              DUT_RnW,
    input wire [BITWIDTH_HEAD-'d1:0]        DUT_HEADER
);
    localparam REG_DUT_CNTL = 2'd0, REG_DUT_WR = 2'd1, REG_DUT_RD = 2'd2, REG_HEADER = 2'd3;
    reg [1:0] shift_drdy;
    reg [1:0] shift_test;
    reg trigger_test;
    wire do_update_data;
    wire [BITWIDTH_CMDS-'d1:0] sel_cmds;
    wire [BITWIDTH_ADR-'d1:0] sel_adr;
    wire [BITWIDTH_DATA-'d1:0] sel_data;
    localparam NUM_HEAD_TRANSMISSION = 2**($clog2(BITWIDTH_HEAD) - $clog2(BITWIDTH_DATA));
    wire [BITWIDTH_DATA-'d1:0] data_head_send [NUM_HEAD_TRANSMISSION-'d1:0];
    genvar i1;
    for(i1 = 'd0; i1 < NUM_HEAD_TRANSMISSION; i1 = i1 + 'd1) begin
        assign data_head_send[i1] = DUT_HEADER[i1* BITWIDTH_DATA+:BITWIDTH_DATA];
    end
    assign do_update_data = shift_drdy[0] && ~shift_drdy[1];
    assign DUT_DO_TEST = shift_test[0] ^ shift_test[1];
    assign sel_cmds = (FIFO_RDY) ? FIFO_DIN[(BITWIDTH_DATA+BITWIDTH_ADR)+:BITWIDTH_CMDS] : 'd0;
    assign sel_adr = (FIFO_RDY) ? FIFO_DIN[BITWIDTH_DATA+:BITWIDTH_ADR] : 'd0;
    assign sel_data = (FIFO_RDY) ? FIFO_DIN[0+:BITWIDTH_DATA] : 'd0;
    always@(posedge CLK_SYS) begin
        if(~RSTN) begin
            shift_drdy <= 2'd3;
            shift_test <= 2'd0;
            FIFO_DOUT <= 'd0;
            LED_CONTROL <= 1'd1;
            trigger_test <= 1'd0;
            DUT_SEL <= 'd0;
            DUT_RnW <= 1'd1;
            DUT_ADR <= 'd0;
            DUT_DIN <= 'd0;
        end else begin
            shift_drdy <= {shift_drdy[0], FIFO_RDY};
            shift_test <= {shift_test[0], trigger_test};
            FIFO_DOUT <= (do_update_data) ? {sel_cmds, sel_adr, ((sel_cmds == REG_HEADER) ? data_head_send[sel_adr] : DUT_DOUT)} : FIFO_DOUT;
            LED_CONTROL     <= (do_update_data && sel_cmds == REG_DUT_CNTL && |sel_adr[3:2])    ? ((sel_adr[3]) ? ~LED_CONTROL : sel_data[0])  : LED_CONTROL;
            trigger_test    <= (do_update_data && sel_cmds == REG_DUT_CNTL && sel_adr[0])       ? ~trigger_test : trigger_test;
            DUT_SEL         <= (do_update_data && sel_cmds == REG_DUT_CNTL && sel_adr[1])       ? sel_data[$clog2(NUM_DUT)+'d1:1] : DUT_SEL;
            DUT_RnW         <= (do_update_data)                                                 ? ~(sel_cmds == REG_DUT_WR) : DUT_RnW;
            DUT_ADR         <= (do_update_data)                                                 ? sel_adr : DUT_ADR;
            DUT_DIN         <= (do_update_data && sel_cmds == REG_DUT_WR)                       ? sel_data : DUT_DIN;
        end
    end
endmodule

===== /design/flow/constraint.sdc =====
current_design SPI_MIDDLEWARE

set clk_period 4.2
set clk_io_pct 0.2

create_clock -name clk0 -period $clk_period [get_ports {CLK_SYS}]

set non_clock_inputs [all_inputs -no_clocks]
set_input_delay [expr $clk_period * $clk_io_pct] -clock clk0 $non_clock_inputs
set_output_delay [expr $clk_period * $clk_io_pct] -clock clk0 [all_outputs]

===== /design/flow/run.sh =====
#!/bin/bash
# OpenROAD 26Q1-2900-gdf79404cd8, Yosys 0.63+post, stock flow scripts
make -C /OpenROAD-flow-scripts/flow DESIGN_CONFIG=/design/flow/config.mk WORK_HOME=/design/flow/orfs finish

==> summary.txt <==
The flow completed. Total area of multi-input combinational cells landed at 1220 sq um. In the routed netlist, the antenna diode instances number 0. Number of global-route vias before repair landed at between 1500 and 2000.

Post-cts sizing count landed at 0. Largest clock skew in the final design landed at between 0.01 and 0.015 ns. Power density over cell area landed at 263 nW/um^2. Setup total negative slack on the finished layout was measured at 0 ns. Peak clock frequency supported by timing landed at 0.418 GHz. Horizontal extent of the die landed at 91.5 microns. For this block, the via count after detailed routing is 2212. For this run, the final setup violation count is recorded as 0. The worst setup path is captured at a register. The main area contributors are dfxtp_1, a21boi_0, mux2_2. Setup repair after global routing left no endpoint under its margin. Average size of a mapped cell landed at 9.53 sq um. Global routing usage summed across all routing layers landed at 0.146. Entering global routing, the biggest net connects 38 pins. Proportion of synthesized chip area in sequential cells landed at 0.425. The power report puts the leakage power at 1.38 nW. Buffer count from post-CTS setup fixing landed at 0. Hold-fix buffer count after cts landed at 0.

The final timing report lists a max-slew violation count of 0. Total count of hold-check failures in the final report landed at 0. Chip area line of the yosys report landed at 2400 sq um.

Number of port buffers landed at 127. The slowest stage of the critical path is the clkdlybuf4s50_1 cell. Number of warnings in the stage logs landed at 25. The core region is 7730 sq um. In this run the core area contains 32 standard-cell rows. Number of buffer and inverter instances along the worst setup path landed at 1. Number of H-tree levels landed at 2. Instance area at placement landed at 3680 sq um. Remaining design rule violation count landed at 0. The post-route utilization of the core is recorded as 0.491. The area growth from synthesis to layout is 57.9%.

Counting flops with a built-in enable in the synthesized netlist gives 0. Once synthesis finished, the tally of register bits stood at about 51. The flow ran to the end, and the final reports show no timing, DRC or antenna violations. Area fraction of the dominant cell type after synthesis landed at 0.425. Fraction of power consumed by combinational cells landed at 0.151. The required time at the worst endpoint is listed as 4.40 ns.

The biggest area contributor in the post-synthesis netlist is dfxtp_1. Total number of clock tree sinks landed at 51. The startpoint identified for the worst hold timing path is FIFO_DOUT[23]. Total wirelength of the detailed-routed design landed at approximately 6300 microns. Number of placed instances with taps included landed at 456. The finished cells cover 3790 sq um.

Fill cells in the final layout number 745. Registers take 1020 sq um. Residual overflow from global routing landed at 0.

TritonCTS built the clock tree. The finished layout holds 464 standard cells, fillers aside. Iteration-0 DRC count of the detailed router landed at approximately 44.

Fraction of final layout cells sized beyond drive strength 1 landed at 0.0967. Wire length of the first global-routing pass landed at 9650 microns. Via density per instance landed at around 4.8.

Clock network latency to the later pin of the worst-skew pair landed at ~0.30 ns. In this run the power spent charging and discharging nets is 0.211 mW. The signal on the critical path passes through clkdlybuf4s50_1 -> and4bb_2 -> a21boi_0 -> o21a_1. For this run, the leading register cell type out of synthesis is dfxtp_1. STA classifies the critical path startpoint as an input pin. Floorplan-stage core utilization landed at 0.311. Biggest fanout along the worst timing path landed at 33.

Fraction of power consumed by the clock network landed at 0.351. The synthesis report lists the Yosys warning total as 1. In this run the worst setup path begins at FIFO_RDY. Looking at the clock tree report, the root buffer type is clkbuf_8.

Per STA, the worst path accumulates the most delay in the family buffers and inverters. Detailed-placement wirelength estimate landed at 4490 microns. The first TritonRoute pass finished after 4 iterations. For reference, the most critical setup path is categorized as in -> reg.

The routed design could run at a clock period as short as 2.39 ns. Chip area landed at 8370 sq um. IR analysis of the VDD net gives a maximum drop of 0.154 mV.

According to the hold report, the worst path is of the reg -> reg type. The registers of the reported paths see a clock transition of 0.09 ns. Switching share of power landed at 0.211. Looking at the reg2reg group, the worst path starts from shift_drdy[0].

Dividing the final minimum period by the clock period gives 0.570. In this run the remaining antenna-violating nets after routing total 0. Internal power comes to 0.786 mW.

For this design, Yosys synthesis ends with a cell count of 252. Maximum buffer depth of the clock tree landed at 2. Initial antenna violation count landed at 0. Delay of the slowest critical-path stage landed at 0.72 ns. Critical path arrival landed at between 2 and 3 ns. Synthesis produced a netlist whose cell count is 252. In the Yosys stats the netlist draws on 28 distinct library cells. Worst max-slew margin expressed relative to the limit landed at 0.446. Slew at the pin with the worst max-slew slack landed at 0.828 ns. In this run the vertical extent of the chip is 91.5 microns.

Sequential share of power landed at 0.498. Worst-case hold slack landed at 0.471 ns. Power comes to 0.997 mW. Final worst slack landed at 1.81 ns.

Max-capacitance violation count landed at 0. Netlist area before placement landed at 2400 sq um. STA on the placed design reports a worst setup slack of 1.51 ns.

CTS added clock buffers totalling 5. Weighted congestion at the end of routability-driven global placement landed at 0.758. For this design the top-level I/O count stands at 128. Detail-routed net length per standard cell landed at 13.7 microns. Of all flip-flops after synthesis, the portion carrying an async set or reset was 0.
[final cells by class]
cell class                      count  share of cell area
Clock buffer                        6              0.0218
Clock inverter                      2             0.00923
Multi-Input combinational cell    171               0.323
Sequential cell                    51               0.269
Timing Repair Buffer              132               0.344
Tap cell                          102              0.0336
[cells by family after synthesis]
group                     synth area share
buffers and inverters               0.0656
xor gates and xnor gates           0.00365
and+or+nand+nor                      0.161
muxes                                0.146
AOI/OAI and AO/OA                    0.198
DFF                                  0.425
[final timing paths]
path	endpoint	slack, ns	cells after the start
max	DUT_DIN[2]	1.81	4
min	FIFO_DOUT[23]	0.47	2
max reg2reg	DUT_DIN[2]	2.71	3
min reg2reg	FIFO_DOUT[23]	0.47	2
[sequential cells by signal, indices dropped and copies added (netlist names)]
name,flops
trigger_test,1
DUT_DIN,16
DUT_SEL,4
DUT_RnW,1
shift_test,2
FIFO_DOUT,24
shift_drdy,2
LED_CONTROL,1
[worst min-delay path, stage by stage, from the launching register on]
cell	delay (ns)
dfxtp_1	0.32
nand2_1	0.05
a21boi_0	0.06
[cells in the mapped netlist, drive strengths merged (2+ instances only)]
| cell type | instances |
|---|---|
| nand3 | 25 |
| a21boi | 28 |
| o21a | 16 |
| nand4 | 4 |
| buf | 13 |
| mux2i | 16 |
| clkbuf | 17 |
| mux2 | 17 |
| nand2 | 10 |
| and2 | 2 |
| and3 | 17 |
| dfxtp | 51 |
| nand2b | 3 |
| o21ai | 20 |
| nor2b | 3 |
[per-layer routing]
metal / global-route usage / vias up / share of wire
met4: 0.0146 / 0 / 0.0085
met1: 0.214 / 1024 / 0.46
met5: 0 / - / 0
li1: - / 1117 / -
met3: 0.0332 / 4 / 0.061
met2: 0.231 / 67 / 0.47
[power groups by stage]
stage	Clock [mW]	Sequential [mW]	Combinational (mW)
finish	0.350	0.496	0.151
global route	0.381	0.498	0.162
CTS	0.365	0.497	0.153
[placed cells by master (no fill, tap or decap), types with 2 or more instances in the layout]
| cell | netlist | layout |
|---|---|---|
| nand2_1 | 10 | 10 |
| clkbuf_8 | 0 | 6 |
| and3_1 | 17 | 17 |
| a21boi_0 | 28 | 28 |
| nand2b_1 | 3 | 3 |
| mux2i_1 | 16 | 16 |
| and2_1 | 2 | 2 |
| nand3_1 | 25 | 25 |
| o21a_1 | 16 | 16 |
| nand4_1 | 4 | 4 |
| buf_4 | 8 | 5 |
| o21ai_0 | 20 | 20 |
| clkdlybuf4s50_1 | 0 | 126 |
| nor2b_1 | 3 | 3 |
| dfxtp_1 | 51 | 51 |
| mux2_2 | 17 | 17 |
Power figures rest on the tool's default switching activity, not on a simulated workload.
