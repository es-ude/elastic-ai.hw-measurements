[flow/design.v]
module BRAM_SINGLE#(
    parameter BITWIDTH = 12,
    parameter RAMWIDTH = 16,
    parameter DATAFILE = "bram_preload.mem"
)(
    input wire CLK_RAM,
    input wire EN,
    input wire WE,
    input wire [$clog2(RAMWIDTH)-'d1:'d0] ADR,
    input wire [BITWIDTH-'d1:'d0] DIN,
    output reg [BITWIDTH-'d1:'d0] DOUT
);
    (* ram_style = "block" *)
    reg [BITWIDTH-'d1:'d0] bram_block ['d0:RAMWIDTH-'d1];
    initial begin
        if(DATAFILE != "") begin
            $readmemh(DATAFILE, bram_block, 'd0, RAMWIDTH-'d1);
        end
    end
    integer i0;
    always @(posedge CLK_RAM) begin
        if (EN) begin
            if (WE) begin
                bram_block[ADR] = DIN;
            end else begin
                DOUT = bram_block[ADR];
            end
        end
    end
endmodule
module SKELETON_RAM#(
    parameter BITWIDTH_IN = 5'd12,
    parameter BITWIDTH_SYS = 5'd16,
    parameter BITWIDTH_HEAD = 6'd26,
	parameter BITWIDTH_ADR = 6'd6
)(
    input wire CLK_SYS,
    input wire RSTN,
    input wire EN,
    input wire TRGG_START_CALC,
    input wire RnW,
    input wire [BITWIDTH_ADR-'d1:0] ADR,
    input wire [BITWIDTH_SYS-'d1:0] DATA_IN,
    output wire [BITWIDTH_SYS-'d1:0] DATA_OUT,
    output wire [BITWIDTH_HEAD-'d1:0] DATA_HEAD,
    output wire RDY
);
localparam BITWIDTH_OFFSET = BITWIDTH_SYS - BITWIDTH_IN;
localparam NUM_POSITIONS = 2**BITWIDTH_ADR-'d4;
assign DATA_HEAD = {4'd3, NUM_POSITIONS[5:0], NUM_POSITIONS[5:0], BITWIDTH_IN[4:0], BITWIDTH_IN[4:0]};
wire en_module, we_module;
wire [BITWIDTH_IN-'d1:0] ram_din, ram_dout;
assign en_module = EN && RSTN && ~TRGG_START_CALC;
assign we_module = ~RnW;
assign ram_din = DATA_IN[(BITWIDTH_SYS-'d1)-:BITWIDTH_IN];
assign DATA_OUT = {ram_dout, {BITWIDTH_OFFSET{1'd0}}};
assign RDY = 1'd1;
BRAM_SINGLE#(
    BITWIDTH_IN,
    NUM_POSITIONS,
    ""
) DUT (
    .CLK_RAM(CLK_SYS),
    .EN(en_module),
    .WE(we_module),
    .ADR(ADR),
    .DIN(ram_din),
    .DOUT(ram_dout)
);
endmodule
[flow/run.sh]
#!/bin/bash
# OpenROAD 26Q1-2900-gdf79404cd8, Yosys 0.63+post, stock flow scripts
make -C /OpenROAD-flow-scripts/flow DESIGN_CONFIG=/design/flow/config.mk WORK_HOME=/design/flow/orfs finish
[flow/config.mk]
export PLATFORM = sky130hd
export DESIGN_NAME = SKELETON_RAM
export DESIGN_NICKNAME = SKELETON_RAM
export VERILOG_FILES = /design/flow/design.v
export SDC_FILE = /design/flow/constraint.sdc
export NUM_CORES = 4
export LEC_CHECK = 1
export CORE_UTILIZATION = 50
[flow/constraint.sdc]
current_design SKELETON_RAM

set clk_period 6.8
set clk_io_pct 0.2

create_clock -name clk0 -period $clk_period [get_ports {CLK_SYS}]

set non_clock_inputs [all_inputs -no_clocks]
set_input_delay [expr $clk_period * $clk_io_pct] -clock clk0 $non_clock_inputs
set_output_delay [expr $clk_period * $clk_io_pct] -clock clk0 [all_outputs]
==> ci_impl_report.md <==
### Metrics collected by this job

| Metric | Value |
|---|---|
| Outcome | `completed` |
| Max_cap viols | `0` |
| Switching Share | `20.7%` |
| Post-synth top area cell | `edfxtp_1` |
| Hpwl dp | `roughly 65 mm` |
| IO buf count | `34` |
| Max frequency | `between 150 and 200 MHz` |
| Period minus WS final | `5270 ps` |
| Placed instance area | `0.0299 mm^2` |
| Worst slew pin tran | `1330 ps` |
| RSZ-0062 raised after global routing | `no` |
| Layout cells sized above 1 | `a little over a fifth` |
| Pre-CTS WS | `1110 ps` |
| Initial drt markers | `about 1.4k` |
| Synthesized area per cell | `around 18 um^2` |
| Row cnt | `85` |
| Yosys reg bits | `between 700 and 800` |
| Gate power share | `under 10%` |
| Maximum vdd ir drop | `around 0.00017 V` |
| Sequential share of the synthesized area | `between 70% and 80%` |
| Grt ovf | `0` |
| DR vias/cell | `6.77` |
| H-tree Lvls | `3` |
| Crit path arrival time | `roughly 5600 ps` |
| First-pass GRT wire length | `138 mm` |
| Internal | `a little over 7000 uW` |
| Final Setup Violations | `0` |
| Ys cells | `~1.6k` |
| Die X | `237 um` |
| DIE AREA | `~0.056 mm^2` |
| Final Hold Viols | `0` |
| Vias in the first global route | `about 18k` |
| Antenna-violating nets left | `0` |
| CP Capture Type | `register` |
| Post-CTS Resized | `0` |
| Setup TNS | `0 ps` |
| Slew Viols, Final | `0` |
| Synth top area cells | `edfxtp_1 79%, a22oi_1 4.6%, and3_1 2.1%` |
| Clk pin slew, worst setup/hold paths | `~60 ps` |
| Share of the synthesized area in the top cell type | `between 70 and 80%` |
| Drt pass-1 iters | `5` |
| Post-Route WL | `~100 mm` |
| Reg power frac | `54.6%` |
| Cells after Synth | `between 1.5k and 2k` |
| Static leakage | `between 0.01 and 0.015 uW` |
| Root Driver | `clkbuf_16` |
| Post-CTS Setup Bufs | `0` |
| Commonest flop | `edfxtp_1` |
| P_sw | `1890 uW` |
| Fin Clk Skew | `22.3 ps` |
| Placer congestion estimate | `1.06` |
| Worst min-delay path class | `reg2reg` |
| Period utilization | `slightly below 80%` |
| Most numerous logic cell after layout | `edfxtp_1` |
| Clk latency late pin | `roughly 620 ps` |
| CTS Buf Count | `roughly 74` |
| CTS tree | `built` |
| CTS sink count | `~730` |
| OpenROAD warnings | `29` |
| Number of remaining DRC errors | `0` |
| Final hold slack | `~560 ps` |
| Detailed-route wire length per cell | `40.6 um` |
| Initial antenna violation count | `4` |
| Top cells excl fill/tap | `732 x edfxtp_1, 180 x buf_4, 170 x a22oi_1, 93 x and3_1, 79 x clkbuf_16` |
| All-Layer GR Usage | `41.5%` |
| CTS Buffer Depth | `3` |
| Mapped cell area | `between 0.02 and 0.03 mm^2` |
| Clk pwr share | `42.0%` |
| Fp util | `between 50% and 60%` |
| Final Instance Area | `0.0321 mm^2` |
| Slew margin rel. | `between 10% and 20%` |
| Num ports | `around 70` |
| Hold buffer count at CTS | `0` |
| R2r setup slk | `between 3000 and 4000 ps` |
| Req. time, crit path | `a little over 7000 ps` |
| Number of distinct library cells after synthesis | `approximately 52` |
| Final Worst Setup Slack | `about 1500 ps` |
| P per Cell Area | `~280 mW/mm^2` |
| CP Class | `in2reg` |
| Synthesis area per yosys | `0.0277 mm^2` |
| Chip height | `around 240 um` |
| Via count | `roughly 17k` |
| Post-synth EDFFs | `between 700 and 800` |
| Fill cells | `approximately 3.9k` |
| CP Max Fanout | `24` |
| Synthesis-to-finish area growth | `16.1%` |
| Post-synth ARST share | `0%` |
| Core footprint | `between 0.05 and 0.06 mm^2` |
| Yosys warning tally | `2` |
| Pin count of the biggest net entering global routing | `a little over 60` |
| Startpoint types | `input port` |
## layer usage
layer | vias to the layer above | routed length, um | global-route usage, %
met2 | 1558 | 43400 | 53.6
met1 | 8235 | 29500 | 46.7
met5 | - | 688 | 10.6
met3 | 291 | 21900 | 38.3
met4 | 22 | 6310 | 18.9
li1 | 6877 | - | -
## flip-flops by register name (all words and copies together), names as in the netlist
| register | cells |
|---|---|
| DUT.DOUT | 12 |
| DUT.bram_block | 720 |
## area by class of cell
class / count / area (um^2) / area share, %
tap: 696 / 871 / 2.71
clock inverter: 34 / 211 / 0.658
clock buffer: 94 / 2030 / 6.33
multi-input combinational: 733 / 5380 / 16.8
sequential: 732 / 22000 / 68.4
timing repair buffer: 214 / 1630 / 5.08
antenna: 4 / 10.0 / 0.0312
## power by group through the flow
stage         clock network [uW]  registers, uW  logic (uW)
CTS                         3850           4980         304
finish                      3830           4980         315
global route                4020           4970         324
## synthesized netlist by cell type (all sizes together) (3+ instances only)
cell     number
edfxtp      732
a22oi       170
and3         95
buf          78
nor2         66
a221oi       59
nor3         59
a22o         54
clkbuf       38
nand4        38
a2111oi      29
nand2        23
nand3        17
a21oi        11
or4           9
nor4          8
o32a          8
nor4b         5
a32o          4
a32oi         4
nand4b        4
nor4bb        4
or4b          4
and4          3
and4b         3
nand2b        3
nand4bb       3
nor2b         3
or4bb         3
## final timing paths
| check | start | endpoint | cells after the start |
|---|---|---|---|
| worst max register to register | DUT.bram_block[19][1]$_DFFE_PP_ | DUT.DOUT[1]$_DFFE_PP_ | 5 |
| worst min-delay path | DUT.bram_block[0][3]$_DFFE_PP_ | DUT.DOUT[3]$_DFFE_PP_ | 1 |
| worst min register to register | DUT.bram_block[0][3]$_DFFE_PP_ | DUT.DOUT[3]$_DFFE_PP_ | 1 |
| worst max-delay path | ADR[4] | DUT.DOUT[1]$_DFFE_PP_ | 8 |
## stage by stage
step                      util (%)  total power [uW]  cells
final                         59.2              9120   2507
after global routing          59.2              9320   2504
after CTS                     59.2              9130   2503
after detailed placement      55.1              5370   2375
after global placement        55.1              5370   2375
after floorplan                  -              5200   1581
## cells by family after synthesis
family | after synthesis | synth area share [%]
simple gates | 357 | 7.66
other cells | 2 | 0.0271
compound gates | 345 | 10.2
buf+inv | 116 | 2.63
flops | 732 | 79.4
## critical path, stage by stage
cell and delay, ps:
clkdlybuf4s50_1 760, or2_2 670, nor2_1 390, buf_4 300, a2111oi_0 570, nand4_1 450
nor4_1 770, a41oi_1 290
No activity file was given, so power comes from the tool's default toggle rates.
