File: flow/run.sh
#!/bin/bash
# OpenROAD 26Q1-2900-gdf79404cd8, Yosys 0.63+post, stock flow scripts
make -C /OpenROAD-flow-scripts/flow DESIGN_CONFIG=/design/flow/config.mk WORK_HOME=/design/flow/orfs finish
File: flow/constraint.sdc
current_design UART_MIDDLEWARE

set clk_period 2.6
set clk_io_pct 0.2

create_clock -name clk0 -period $clk_period [get_ports {CLK_SYS}]

set non_clock_inputs [all_inputs -no_clocks]
set_input_delay [expr $clk_period * $clk_io_pct] -clock clk0 $non_clock_inputs
set_output_delay [expr $clk_period * $clk_io_pct] -clock clk0 [all_outputs]
File: flow/config.mk
export PLATFORM = sky130hd
export DESIGN_NAME = UART_MIDDLEWARE
export DESIGN_NICKNAME = UART_MIDDLEWARE
export VERILOG_FILES = /design/flow/design.v
export SDC_FILE = /design/flow/constraint.sdc
export NUM_CORES = 4
export LEC_CHECK = 1
export CORE_UTILIZATION = 50
File: flow/design.v
module UART_MIDDLEWARE#(
    parameter NUM_DUT = 5,
    parameter FIFO_SIZE = 3,
    parameter BITWIDTH = 8,
    parameter BITWIDTH_CMDS = 2,
    parameter BITWIDTH_ADR = 6,
    parameter BITWIDTH_DATA = 16,
    parameter BITWIDTH_HEAD = 32
)(
    input wire                              CLK_SYS,
    input wire                              RSTN,
    input wire                              FIFO_RDY,
    input wire [BITWIDTH* FIFO_SIZE-'d1:0]  FIFO_DIN,
    output reg [BITWIDTH* FIFO_SIZE-'d1:0]  FIFO_DOUT,
    output reg                              LED_CONTROL,
    output wire                             DUT_DO_TEST,
    output reg [$clog2(NUM_DUT):0]          DUT_SEL,
    output reg [BITWIDTH_DATA-'d1:0]        DUT_DIN,
    input wire [BITWIDTH_DATA-'d1:0]        DUT_DOUT,
    output reg [BITWIDTH_ADR-'d1:0]         DUT_ADR,
    output reg                              DUT_RnW,
    input wire [BITWIDTH_HEAD-'d1:0]        DUT_HEADER
);
    localparam REG_DUT_CNTL = 2'd0, REG_DUT_WR = 2'd1, REG_DUT_RD = 2'd2, REG_HEADER = 2'd3;
    reg [1:0] shift_drdy;
    reg [1:0] shift_test;
    reg trigger_test;
    wire do_update_data;
    wire [BITWIDTH_CMDS-'d1:0] sel_cmds;
    wire [BITWIDTH_ADR-'d1:0] sel_adr;
    wire [BITWIDTH_DATA-'d1:0] sel_data;
    localparam NUM_HEAD_TRANSMISSION = 2**($clog2(BITWIDTH_HEAD) - $clog2(BITWIDTH_DATA));
    wire [BITWIDTH_DATA-'d1:0] data_head_send [NUM_HEAD_TRANSMISSION-'d1:0];
    genvar i1;
    for(i1 = 'd0; i1 < NUM_HEAD_TRANSMISSION; i1 = i1 + 'd1) begin
        assign data_head_send[i1] = DUT_HEADER[i1* BITWIDTH_DATA+:BITWIDTH_DATA];
    end
    assign do_update_data = shift_drdy[0] && ~shift_drdy[1];
    assign DUT_DO_TEST = shift_test[0] ^ shift_test[1];
    assign sel_cmds = (FIFO_RDY) ? FIFO_DIN[(BITWIDTH_DATA+BITWIDTH_ADR)+:BITWIDTH_CMDS] : 'd0;
    assign sel_adr = (FIFO_RDY) ? FIFO_DIN[BITWIDTH_DATA+:BITWIDTH_ADR] : 'd0;
    assign sel_data = (FIFO_RDY) ? FIFO_DIN[0+:BITWIDTH_DATA] : 'd0;
    always@(posedge CLK_SYS) begin
        if(~RSTN) begin
            shift_drdy <= 2'd3;
            shift_test <= 2'd0;
            FIFO_DOUT <= 'd0;
            LED_CONTROL <= 1'd0;
            trigger_test <= 1'd0;
            DUT_SEL <= 'd0;
            DUT_RnW <= 1'd1;
            DUT_ADR <= 'd0;
            DUT_DIN <= 'd0;
        end else begin
            shift_drdy <= {shift_drdy[0], FIFO_RDY};
            shift_test <= {shift_test[0], trigger_test};
            FIFO_DOUT <= (do_update_data) ? {sel_cmds, sel_adr, ((sel_cmds == REG_HEADER) ? data_head_send[sel_adr] : DUT_DOUT)} : FIFO_DOUT;
            LED_CONTROL     <= (do_update_data && sel_cmds == REG_DUT_CNTL && |sel_adr[3:2])    ? ((sel_adr[3]) ? ~LED_CONTROL : sel_data[0])  : LED_CONTROL;
            trigger_test    <= (do_update_data && sel_cmds == REG_DUT_CNTL && sel_adr[0])       ? ~trigger_test : trigger_test;
            DUT_SEL         <= (do_update_data && sel_cmds == REG_DUT_CNTL && sel_adr[1])       ? sel_data[$clog2(NUM_DUT)+'d1:1] : DUT_SEL;
            DUT_RnW         <= (do_update_data)                                                 ? ~(sel_cmds == REG_DUT_WR) : DUT_RnW;
            DUT_ADR         <= (do_update_data)                                                 ? sel_adr : DUT_ADR;
            DUT_DIN         <= (do_update_data && sel_cmds == REG_DUT_WR)                       ? sel_data : DUT_DIN;
        end
    end
endmodule
==> notes.md <==
Flow results are below.

- The flow ran to the end, and the final reports show no timing, DRC or antenna violations.
- Per the OpenROAD floorplan log, the width of the die is 70.0 µm.
- The required time at the worst endpoint is listed as 2.79 ns.
- For this run the aggregate overflow at the end of global routing stands at 0.
- The number of antenna violations at the first check in global routing is 0.
- The count of TritonRoute iterations in the first routing pass is 4, for reference.
- Leaving out buffers and inverters, the combinational logic in the layout accounts for 1130 µm².
- The count of synthesis-stage warnings from yosys is 1, for reference.
- The utilization of the core after routing is 83.8%, for reference.
- In this run, synthesis produced a sequential element count of 51.
- The area taken by flip-flops and latches is 1020 µm², for reference.
- In this run the power density over the cells is 404 nW/µm².
- Of the cells placed in the final design, the portion with a size suffix greater than 1 is 9.33%.
- The sequential fraction of the synthesis area is 44.2%, for reference.
- The static leakage power is 0.00128 µW, for reference.
- The worst setup path is launched from an input port.
- The pin closest to its max-slew limit shows a slew of 0.492 ns.
- The number of top-level design ports is 128, for reference.
- The area recorded from the Yosys report for this design is 2310 µm².
- The clock tree from TritonCTS is built, for reference.
- Setup repair after global routing left no endpoint under its margin.
- The post-CTS hold buffer count recorded in the log is 0.
- The time the final worst path needs with I/O delays and setup is 1.85 ns, for reference.
- The congestion estimate from routability-driven global placement came to 0.768.
- The aggregate negative setup slack is 0 ns, for reference.
- Per the layout report, the design carries 278 filler cells.
- The floorplan core area is 4380 µm², for reference.
- The routed layout has 2453 vias.
- Per the Yosys statistics, synthesis produced 261 cells.
- Of the available clock period, the critical path in the final layout requires 71.2%.
- The first global-routing pass estimated 10300 µm of wire.
- The total number of warnings across the stage logs is 26, for reference.
- The total placed cells including tap cells is 419, for reference.
- Max-cap violations in this run came to 0.
- The DRC violation count after routing is 0, for reference.
- The total inserted antenna cells is 0, for reference.
- STA lists the maximum fanout along the critical path as 47.
- In this run the cell area of the synthesized design comes to 2310 µm².
- For this configuration, the core starts out at a cell density of 52.7%.
- The final max-slew violation count is 0, for reference.
- The routed design shows a via density per instance of 5.74.
- The highest ir drop seen on vdd is 0.243 mV, for reference.
- The setup path with the least slack is of type input port to flip-flop.
- The number of global-route vias before repair came to 2246.
- The total die size is 4900 µm², for reference.
- The buffer levels on the longest clock path is 2, for reference.
- After the flow finishes, the layout carries non-filler instances totaling 427.
- The clock root buffer is sky130_fd_sc_hd__clkbuf_8, for reference.
- The number of failing hold endpoints at the final stage is 0, for reference.
- The number of instances resized during post-cts repair is 0, for reference.
- Data on the critical path arrives at its endpoint at 2.05 ns.
- From bottom edge to top edge, the die measures 70.0 µm.
- The detailed placement HPWL is 4380 µm, for reference.
- The row count is 24, for reference.
- On the final layout, the worst clock skew is 0.00729 ns.
- Checking hold timing, the worst path is listed with class flip-flop to flip-flop.
- Across all checked pins, the minimum headroom to the slew limit is 67.2%.
- Once iteration 0 of detailed routing completed, the report listed 177 DRC markers.
- The average instance area after synthesis is 8.85 µm², for reference.
- The relative area change from synthesis to final layout is 59.1%, for reference.
- TritonCTS created 5 clock buffers.
- For this sky-water flow run, the detailed-routed wirelength per cell is reported as 14.4 µm.
- The final timing report counts setup violations totalling 0.
- The TritonCTS sink count is 51, for reference.
- Buffers added to address setup during post-CTS repair amount to 0.
- In this run the tool buffered the top-level ports with 127 buffer cells.
- The skew report gives the latency at the later pin of the worst-skew pair as 0.30 ns.
- The count of nets left with antenna violations once routing finished came out at 0.
- Timing would allow up to 540 MHz.
- Entering global routing, the biggest net connects 48 pins.
- The clock tree synthesis step divided the H-tree into 2 levels.
- The clock-pin slew reported for the worst setup and hold paths after clock tree synthesis is 0.08 ns, for reference.
- The instance count of the mapped netlist is 261, for reference.
- After synthesis, the netlist uses 32 different library cells.
- For this run, the total global-route usage over all layers was measured as 25.8%.
- Wires add up to 6140 µm.
- STA classifies the critical path endpoint as a flip-flop.
-- cell families after synthesis --
logic type	Yosys count	share of synthesized area [%]
flops	51	44.2
compound gates	102	31.3
buf+inv	34	6.98
simple gates	73	17.2
xor+xnor	1	0.379
-- state kept, by name (all words and copies together) (netlist names) --
name          count
shift_test        2
DUT_RnW           1
LED_CONTROL       1
FIFO_DOUT        24
trigger_test      1
DUT_SEL           4
DUT_DIN          16
shift_drdy        2
-- final cells by class --
type	count	area share (%)
Clock buffer	7	2.08
Multi-Input combinational cell	176	30.9
Sequential cell	51	27.8
Clock inverter	1	0.136
Timing Repair Buffer	138	37.2
Inverter	2	0.204
Tap cell	52	1.77
-- power breakdown --
group	internal, µW	switching [µW]	total (µW)
Sequential	794	9.79	804
Combinational	165	87.6	252
Clock	189	241	430
Total	1150	338	1490
-- per-layer routing --
layer	share of wire [%]	track usage [%]
met1	43	37.3
met2	48	42.0
met3	8.0	6.72
met4	0.91	2.44
met5	0	0
-- Yosys cell counts, drive strengths merged --
| library cell | count | area (µm²) |
|---|---|---|
| a21bo | 16 | 160 |
| and3b | 1 | 8.76 |
| nor2b | 3 | 18.8 |
| a221o | 16 | 160 |
| buf | 15 | 90.1 |
| a21oi | 30 | 150 |
| or2b | 1 | 7.51 |
| o211a | 1 | 10.0 |
| nor3b | 1 | 7.51 |
| or4 | 1 | 7.51 |
| nand3 | 45 | 230 |
| and2 | 2 | 12.5 |
| o31ai | 1 | 7.51 |
| o22ai | 1 | 6.26 |
| nor3 | 1 | 5.00 |
| nor4bb | 1 | 10.0 |
| o21ai | 20 | 100 |
| clkbuf | 17 | 63.8 |
| xor2 | 1 | 8.76 |
| nand2 | 10 | 37.5 |
| a211oi | 16 | 120 |
| o2111ai | 1 | 8.76 |
| dfxtp | 51 | 1020 |
| nand4bb | 1 | 11.3 |
| inv | 2 | 7.51 |
| or3b | 1 | 8.76 |
| nand2b | 2 | 12.5 |
| nor2 | 1 | 3.75 |
| nand3b | 2 | 15.0 |
-- worst max-delay path, cell delays in order --
cell                              delay [ns]
sky130_fd_sc_hd__clkdlybuf4s50_1        0.50
sky130_fd_sc_hd__buf_12                 0.22
sky130_fd_sc_hd__nor4bb_2               0.23
sky130_fd_sc_hd__buf_4                  0.26
sky130_fd_sc_hd__o2111ai_1              0.14
sky130_fd_sc_hd__o211a_1                0.16
-- through the flow --
| stage | hold WS, ns | total power (µW) | setup WS [ns] | area, µm² |
|---|---|---|---|---|
| after floorplan | 0.417 | 908 | 0.908 | 2310 |
| after global placement | 0.449 | 1070 | 0.462 | 3590 |
| after detailed placement | 0.456 | 1070 | 0.422 | 3590 |
| after CTS | 0.468 | 1500 | 0.747 | 3680 |
| after global routing | 0.477 | 1560 | 0.690 | 3680 |
| final | 0.465 | 1490 | 0.748 | 3680 |
-- worst paths after layout --
kind / startpoint / endpoint / slack (ns) / cells after the start
setup / recovery: FIFO_RDY / LED_CONTROL$_SDFFE_PN0P_ / 0.75 / 6
hold / removal: FIFO_DOUT[22]$_SDFFE_PN0N_ / FIFO_DOUT[22]$_SDFFE_PN0N_ / 0.47 / 2
setup reg to reg: shift_drdy[0]$_SDFF_PN1_ / trigger_test$_SDFFE_PN0P_ / 0.98 / 3
hold reg to reg: FIFO_DOUT[22]$_SDFFE_PN0N_ / FIFO_DOUT[22]$_SDFFE_PN0N_ / 0.47 / 2
-- layout by cell type, fill, tap and decap left out, types with 2 or more instances in the layout --
master	instances
sky130_fd_sc_hd__clkdlybuf4s50_1	127
sky130_fd_sc_hd__dfxtp_1	51
sky130_fd_sc_hd__nand3_1	44
sky130_fd_sc_hd__a21oi_1	30
sky130_fd_sc_hd__o21ai_0	20
sky130_fd_sc_hd__a21bo_2	16
sky130_fd_sc_hd__a211oi_1	16
sky130_fd_sc_hd__a221o_1	16
sky130_fd_sc_hd__nand2_1	10
sky130_fd_sc_hd__buf_4	10
sky130_fd_sc_hd__clkbuf_8	5
sky130_fd_sc_hd__nor2b_1	3
sky130_fd_sc_hd__inv_1	2
sky130_fd_sc_hd__nand3b_1	2
sky130_fd_sc_hd__and2_1	2
sky130_fd_sc_hd__nand2b_1	2
sky130_fd_sc_hd__clkbuf_1	2
Power and IR drop assume default switching activity.
